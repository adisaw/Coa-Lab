### ./run.sh
#!/bin/bash
# OpenROAD 26Q1-2900-gdf79404cd8, Yosys 0.63+post, stock flow scripts
make -C /OpenROAD-flow-scripts/flow DESIGN_CONFIG=/design/flow/config.mk WORK_HOME=/design/flow/orfs finish
### ./config.mk
export PLATFORM = sky130hd
export DESIGN_NAME = unsigned_seq_mul_LS
export DESIGN_NICKNAME = unsigned_seq_mul_LS
export VERILOG_FILES = /design/flow/design.v
export SDC_FILE = /design/flow/constraint.sdc
export NUM_CORES = 4
export LEC_CHECK = 1
export CORE_UTILIZATION = 50
### ./constraint.sdc
current_design unsigned_seq_mul_LS

set clk_period 5.3
set clk_io_pct 0.2

create_clock -name clk0 -period $clk_period [get_ports {clk}]

set non_clock_inputs [all_inputs -no_clocks]
set_input_delay [expr $clk_period * $clk_io_pct] -clock clk0 $non_clock_inputs
set_output_delay [expr $clk_period * $clk_io_pct] -clock clk0 [all_outputs]
### ./design.v
`timescale 1ns / 1ps
module unsigned_seq_mul_LS(
    input clk,
    input rst,
    input load,
    input [5:0]a,
    input [5:0]b,
    output reg [11:0]product,
	 output reg slow_clk
    );
reg [5:0]la,lb;
reg [2:0]counter=0;
reg [11:0] temp;	
reg [32:0]mcounter=0;
always @(posedge clk)
    begin
        mcounter = (mcounter>=8000000)?0:mcounter+1;
        slow_clk = (mcounter < 4000000)?1'b0:1'b1;
    end
always @(posedge slow_clk)
begin
	if(rst==1)
	begin
		product=0;
		counter=0;
	end
	else if(load==1)
	begin
		product=0;
		counter=0;
		la=a[5:0];
		lb=b[5:0];
	end
	else if(counter<=5)
	begin	
		temp[11:6]=6'b000000;
		temp[5]=la[counter]&lb[5];
		temp[4]=la[counter]&lb[4];
		temp[3]=la[counter]&lb[3];
		temp[2]=la[counter]&lb[2];
		temp[1]=la[counter]&lb[1];
		temp[0]=la[counter]&lb[0];
		temp=temp<<counter;
		product=product+temp;
		counter=counter+1;
	end
end
endmodule
==> metrics.csv <==
stage,metric,value,unit
sta,final hold violation count,0,
grt,initial antenna violation count,0,
floorplan,io pins,28,
synthesis,yosys cell count,335,
sta,register pins left without a clock,27,
sta,WHS,0.469,ns
status,outcome,"finished, final reports clean",
sta,worst-margin pin slew,0.697,ns
critical_path,crit path launch type,register,
sta,RSZ-0062 raised after global routing,false,
critical_path,"slowest stage delay, CP",0.51,ns
detailed_routing,1st-iter DRT viols,84,
grt,vias in the first global route,2088,
synthesis,syn avg cell area,9.20,um^2
synthesis,Post-synth seq share,0.435,
synthesis,ys flop type,dfxtp_1,
synthesis,Area leader share,0.318,
detailed_routing,via count,2288,
layout,layout cell share with drive strength beyond 1,0.0699,
hold_path,worst hold-check path type,reg2reg,
floorplan,row count,28,
synthesis,Ys Warns,1,
power,Pleak,1.32,nW
place,PortBufs,27,
layout,Final Util,0.601,
sta,FMAX,0.415,GHz
synthesis,"FF+latch count, synth",61,
grt,largest net degree at the start of global routing,29,
sta,Relative slew margins,0.534,
synthesis,main area contributors after synthesis,"dfxtp_1, edfxtp_1, ha_1, nor2_1, xnor2_1",
clock_tree,Post-CTS Hold Fix Bufs,0,
layout,highest-count logic cell in the final layout,dfxtp_1,
clock_tree,htree depth,2,
sta,setup TNS,0,ns
detailed_routing,DRC,0,
grt,first-pass GRT wire length,9.06,mm
job,Max-Cap Viols,0,
clock_tree,Max Buffers Root-to-Sink,2,
sta,endpoints left unconstrained,51,
critical_path,CP required,4.24,ns
detailed_routing,n_diodes,0,
sta,clk_skew,0.00435,ns
clock_tree,root buf cell,clkbuf_8,
power,Power Dens Cells,142,nW/um^2
clock_tree,clock slew at reported path FFs,0.06,ns
sta,crit path time final,2.41,ns
critical_path,flop-to-flop setup slack,3.49,ns
clock_tree,total CTS buffers,5,
critical_path,Critical Path AT,1.35,ns
job,Tool Warnings,29,
critical_path,critical path class,reg2out,
floorplan,Die Span Y,80.5,um
critical_path,CP max stage cell,clkdlybuf4s50_1,
clock_tree,post_cts resized,0,
place,RePlAce Congestion,0.914,
synthesis,asr flop ratio synth,0,
detailed_routing,Antenna Nets Post-Route,0,
floorplan,CORE AREA,5920,um^2
layout,area grow syn2layout,15.6,%
floorplan,Die Wd,80.5,um
synthesis,Synth cell types,57,
synthesis,synthesized area,3080,um^2
clock_tree,Post-CTS Setup Bufs,0,
sta,max-slew violations,0,
detailed_routing,wire per inst,12.2,um
place,dpl hpwl,4.10,mm
sta,Final setup viols,0,
critical_path,CP Cell Sequence,buf_4 > clkdlybuf4s50_1,
detailed_routing,Via density,5.12,
synthesis,Synth Instances,335,
critical_path,Worst Setup End Kind,primary output,
layout,most frequent cells in the layout,"dfxtp_1, nor2_1, clkdlybuf4s50_1",
grt,grt ovf,0,
power,total power,0.505,mW
synthesis,cell type with the largest total area,dfxtp_1,
detailed_routing,overall routed net length,5.44,mm
critical_path,CP Max Fanout,28,
floorplan,chip area,6480,um^2
synthesis,Yosys chip area,3080,um^2
clock_tree,TritonCTS clock tree,built,
synthesis,flip-flops with a built-in enable,12,
detailed_routing,DRT Pass-1 Iters,4,
floorplan,Initial Utilization,0.520,
clock_tree,Late-Pin Clk Latency,0.28,ns
sta,Final period util,0.455,
grt,Total Routing Usage GR,0.181,
power,Max IR drop VDD,0.000229,V
## cells in the mapped netlist, drive strengths merged, types with 5 or more instances
master,count
clkbuf,5
xor2,12
nor2,48
nand4,7
o21ai,12
buf,7
and3,10
dfxtp,49
ha,15
nor3,8
a21oi,21
nand3,15
nand2,24
inv,13
xnor2,15
edfxtp,12
## critical path: cells and delay by family (launching register included)
family / cells / cell delay [ns]
DFF: 1 / 0.31
buffers and inverters: 2 / 0.76
## sequential cells by signal (all words and copies together), names as in the netlist
register / count
mcounter: 33
product: 12
la: 6
lb: 6
counter: 3
slow_clk: 1
## path summary, 6_finish.rpt
check                                  from           to  cells after the start
worst min-delay path            mcounter[0]  mcounter[0]                      1
worst max-delay path               slow_clk     slow_clk                      2
worst max register to register  mcounter[2]     slow_clk                      7
worst min register to register  mcounter[0]  mcounter[0]                      1
## cell type report
type                            instances  area (um^2)
Clock buffer                            7         76.3
Sequential cell                        61         1340
Multi-Input combinational cell        258         1660
Clock inverter                          1         30.0
Tap cell                               75         93.8
Timing Repair Buffer                   32          308
Inverter                               13         48.8
Fill cell                             532         2360
## cell families after synthesis
group,synth area share
XOR/XNOR,0.0768
AND-OR/OR-AND,0.111
buffers and inverters,0.0357
adder cells (fa/ha/maj),0.0674
other,0.00122
multiplexers,0.0390
AND/OR/NAND/NOR,0.233
flip-flops,0.435
## per-layer routing
metal  share of wire  GRT usage  vias to the layer above
li1                -          -                     1239
met1            0.50      0.272                     1028
met2            0.48      0.303                       16
met3           0.014     0.0138                        5
met4           0.013     0.0179                        0
met5               0          0                        -
## power breakdown
part	internal (mW)	total, mW	switching (mW)
Sequential	0.262	0.263	0.000695
Combinational	0.0107	0.0181	0.00738
Clock	0.140	0.223	0.0829
## metrics by stage
step | setup slack, ns | instance area [um^2] | cells
2_1_floorplan | 3.65 | 3110 | 344
3_3_place_gp | 3.17 | 3450 | 439
3_5_place_dp | 3.16 | 3450 | 439
4_1_cts | 2.86 | 3560 | 447
5_1_grt | 2.83 | 3560 | 447
6_report | 2.89 | 3560 | 447
Power figures rest on the tool's default switching activity, not on a simulated workload.
