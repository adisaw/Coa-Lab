[flow/constraint.sdc]
current_design BoothMult

set clk_period 5.0
set clk_io_pct 0.2

create_clock -name clk0 -period $clk_period [get_ports {clk}]

set non_clock_inputs [all_inputs -no_clocks]
set_input_delay [expr $clk_period * $clk_io_pct] -clock clk0 $non_clock_inputs
set_output_delay [expr $clk_period * $clk_io_pct] -clock clk0 [all_outputs]
[flow/design.v]
`timescale 1ns / 1ps
module BoothMult(
    input clk,
    input rst,
    input load,
    output reg slow_clk,
    input [5:0]a,
    input [5:0]b,
	 output reg [11:0]product
    );
	reg [5:0]la,lb;
	reg [2:0]counter=0;
	reg [11:0] temp;	
	reg [32:0]mcounter=0;
	reg [6:0]Q=0;
	reg [5:0]A=0;
	always @(posedge clk)
    begin
        mcounter = (mcounter>=8000000)?0:mcounter+1;
        slow_clk = (mcounter < 4000000)?1'b0:1'b1;
    end
always @(posedge slow_clk)
begin
	if(rst==1)
	begin
		product=0;
		counter=0;
	end
	else if(load==1)
	begin
		product=0;
		counter=0;
		la=a[5:0]; 
		lb=b[5:0];
		A=0;
		Q={la[5:0],1'b0};
	end
	else if(counter<=5)
	begin	
		if( Q[1]==0 && Q[0]==1)
		begin
			A=A+lb;
		end
		else if( Q[1]==1 && Q[0]==0)
		begin 
			A=A-lb;
		end
		Q={A[0],Q[6:1]};
		A={A[5],A[5:1]};
		product={A,Q[6:1]};
		counter=counter+1;
	end
end
endmodule
[flow/config.mk]
export PLATFORM = sky130hd
export DESIGN_NAME = BoothMult
export DESIGN_NICKNAME = BoothMult
export VERILOG_FILES = /design/flow/design.v
export SDC_FILE = /design/flow/constraint.sdc
export NUM_CORES = 4
export LEC_CHECK = 1
export CORE_UTILIZATION = 40
[flow/run.sh]
#!/bin/bash
# OpenROAD 26Q1-2900-gdf79404cd8, Yosys 0.63+post, stock flow scripts
make -C /OpenROAD-flow-scripts/flow DESIGN_CONFIG=/design/flow/config.mk WORK_HOME=/design/flow/orfs finish
==> results.sh <==
# implementation run metrics
export IMPL_run_status="completed"
export IMPL_h_tree_depth=2
export IMPL_synth_area_um2=3160
export IMPL_p_leak_nw=1.36
export IMPL_diodes=0
export IMPL_first_pass_iters=4
export IMPL_period_needed_ps=2380
export IMPL_n_fill_cell=724
export IMPL_num_vias=2282
export IMPL_postSynthAreaPerCell_um2=9.65
export IMPL_ys_chip_area_um2=3160
export IMPL_drv_slew=0
export IMPL_dieArea_um2=8270
export IMPL_io_pins=28
export IMPL_tns_ps=0
export IMPL_holdBufCountCts=0
export IMPL_drc=0
export IMPL_fin_util=0.475
export IMPL_hold_class="flip-flop to flip-flop"
export IMPL_post_dp_hpwl_um=4000
export IMPL_clk_path_buf_depth=2
export IMPL_ys_types=58
export IMPL_crit_arrival_ps=1380
export IMPL_untimed_endpoints=62
export IMPL_setup_viol=0
export IMPL_synthCells=328
export IMPL_startpoint_type="flip-flop"
export IMPL_cp_startpoint="slow_clk"
export IMPL_hold_start="mcounter[0]"
export IMPL_ys_seq_frac=0.474
export IMPL_yosysWarningCount=1
export IMPL_syn2layout_area_growth_pct=15.5
export IMPL_powerDensity_nw_per_um2=146
export IMPL_num_rows=32
export IMPL_hold_violations=0
export IMPL_cts_tree="done"
export IMPL_edf_count=18
export IMPL_layout_top_cell="dfxtp_1"
export IMPL_tightest_slew_ps=669
export IMPL_ys_ff=66
export IMPL_r2r_end="slow_clk"
export IMPL_path_clk_slew_ps=60
export IMPL_fp_util=0.412
export IMPL_cp_max_fo=33
export IMPL_port_buffers=27
export IMPL_ant_nets=0
export IMPL_root_buffer="clkbuf_8"
export IMPL_track_usage=0.139
export IMPL_crit_reg2reg_launch="mcounter[13]"
export IMPL_endpoint="slow_clk"
export IMPL_max_cap_violations=0
export IMPL_antenna_found_initial=0
export IMPL_async_flop_share=0
export IMPL_grt_first_pass_wirelength_um=9250
export IMPL_path_class="flip-flop to primary output"
export IMPL_rsz0062_at_grt="no"
export IMPL_final_layout_top_logic_cells="dfxtp_1 (48), nor2_1 (46), clkdlybuf4s50_1 (27)"
export IMPL_rr_worst_depth=6
export IMPL_max_freq_mhz=420
export IMPL_clock_latency_ps=280
export IMPL_grt_start_max_net_pins=34
export IMPL_warnings=33
export IMPL_regToRegSetupSlack_ps=2740
export IMPL_cts_buffers=5
export IMPL_grt_pass1_vias=2035
export IMPL_flop_cell="dfxtp_1"
export IMPL_avgViaCountPerCell=4.94
export IMPL_avgRoutedWirePerCell_um=11.6
export IMPL_final_period_utilization=0.476
export IMPL_skew_ps=5.38
export IMPL_ys_cells=328
export IMPL_die_h_um=90.9
export IMPL_drt_iter0_markers=44
export IMPL_die_w_um=90.9
export IMPL_gp_congestion=0.821
export IMPL_layout_drive_gt1_share=0.0639
export IMPL_post_cts_buffers=0
export IMPL_unclocked_regs=32
export IMPL_totalWireLength_um=5360
export IMPL_cts_repair_resized=0
export IMPL_maxSlewHeadroom=0.552
export IMPL_holdWs_ps=495
export IMPL_setup_worst_path_end_class="primary output"
export IMPL_vdd_drop_max_mv=0.274
export IMPL_worstPathRequired_ps=4000
export IMPL_grt_overflow_total=0
export IMPL_design_core_area_um2=7690
-- worst min-delay path by stage --
stage / to / slack, ps / cells past startpoint
CTS: mcounter[0] / 510 / 1
global route: mcounter[0] / 550 / 1
finish: mcounter[0] / 500 / 1
-- power by group --
part	total, mW	internal [mW]	switching, mW
registers	0.281	0.280	0.00107
logic	0.0263	0.0146	0.0117
clock network	0.227	0.139	0.0886
-- critical path, stage by stage (launching register included) --
cell,delay [ps]
dfxtp_1,310
buf_4,270
clkdlybuf4s50_1,520
-- flip-flops by register name, summed over array words and instances, names as in the netlist --
signal / cells
A: 5
mcounter: 33
lb: 6
product: 11
counter: 3
Q: 7
slow_clk: 1
-- final cells by class --
class / count / area [um2] / share of cell area
inverter: 15 / 56.3 / 0.0154
tap: 102 / 128 / 0.0349
timing repair buffer: 30 / 293 / 0.0801
multi-input combinational: 241 / 1570 / 0.428
clock buffer: 8 / 110 / 0.0301
sequential: 66 / 1500 / 0.411
-- stage by stage --
step	std cells	cell area, um2	power, mW	setup slack [ps]
6_report	462	3650	0.534	2620
5_1_grt	462	3650	0.557	2540
4_1_cts	462	3650	0.543	2590
3_5_place_dp	454	3540	0.313	2740
3_3_place_gp	454	3540	0.313	2780
2_1_floorplan	337	3200	0.298	3050
-- layer usage --
layer | track usage | vias to the layer above | wire length [um]
met5 | 0 | - | 0
met4 | 0.00926 | 0 | 43
met3 | 0.0187 | 7 | 159
li1 | - | 1212 | -
met1 | 0.219 | 1033 | 2640
met2 | 0.225 | 30 | 2510
-- Yosys cell counts (4+ instances only) --
cell type	count	area share
and4_1	5	0.014
or3_1	4	0.0079
a21oi_1	17	0.027
o21ai_0	8	0.013
nand3_1	8	0.013
nor2_1	46	0.055
dfxtp_1	48	0.30
mux2_2	5	0.018
ha_1	14	0.055
inv_1	15	0.018
clkbuf_1	7	0.0083
nand4_1	6	0.012
nand2b_1	4	0.0079
xnor2_1	10	0.028
nor2b_1	7	0.014
and3_1	6	0.012
a211oi_1	6	0.014
edfxtp_1	18	0.17
nor3_1	5	0.0079
nand2_1	25	0.030
xor2_1	13	0.036
-- logic make-up after synthesis --
kind of cell	Yosys count	synth area share
muxes	6	0.0210
other	1	0.00119
buffers and inverters	30	0.0415
adders and majority gates	16	0.0680
xor gates and xnor gates	23	0.0637
DFF	66	0.474
and+or+nand+nor	127	0.202
AOI/OAI and AO/OA	59	0.128
No activity file was given, so power comes from the tool's default toggle rates.
