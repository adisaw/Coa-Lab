==> config.mk <==
export PLATFORM = sky130hd
export DESIGN_NAME = unsigned_seq_mul_RS
export DESIGN_NICKNAME = unsigned_seq_mul_RS
export VERILOG_FILES = /design/flow/design.v
export SDC_FILE = /design/flow/constraint.sdc
export NUM_CORES = 4
export LEC_CHECK = 1
export CORE_UTILIZATION = 30
==> run.sh <==
#!/bin/bash
# OpenROAD 26Q1-2900-gdf79404cd8, Yosys 0.63+post, stock flow scripts
make -C /OpenROAD-flow-scripts/flow DESIGN_CONFIG=/design/flow/config.mk WORK_HOME=/design/flow/orfs finish
==> constraint.sdc <==
current_design unsigned_seq_mul_RS

set clk_period 3.3
set clk_io_pct 0.2

create_clock -name clk0 -period $clk_period [get_ports {clk}]

set non_clock_inputs [all_inputs -no_clocks]
set_input_delay [expr $clk_period * $clk_io_pct] -clock clk0 $non_clock_inputs
set_output_delay [expr $clk_period * $clk_io_pct] -clock clk0 [all_outputs]
==> design.v <==
`timescale 1ns / 1ps
module unsigned_seq_mul_RS(
    input clk,
    input rst,
    input load,
    input [5:0]a,
    input [5:0]b,
    output reg [11:0]product,
	 output reg slow_clk
    );
reg [5:0]la,lb;
reg [2:0]counter=0;
reg [11:0] temp;	
reg [32:0]mcounter=0;
reg [12:0]product1;
always @(posedge clk)
    begin
        mcounter = (mcounter>=8000000)?0:mcounter+1;
        slow_clk = (mcounter < 4000000)?1'b0:1'b1;
    end
always @(posedge slow_clk)
begin
	if(rst==1)
	begin
		product=0;
		product1=0;
		counter=0;
	end
	else if(load==1)
	begin
		product=0;
		product1=0;
		counter=0;
		la=a[5:0];
		lb=b[5:0];
	end
	else if(counter<=5)
	begin	
		temp[5:0]=6'b000000;
		temp[11]=la[counter]&lb[5];
		temp[10]=la[counter]&lb[4];
		temp[9]=la[counter]&lb[3];
		temp[8]=la[counter]&lb[2];
		temp[7]=la[counter]&lb[1];
		temp[6]=la[counter]&lb[0];
		product1=product+temp;
		product=product1>>1;
		counter=counter+1;
	end
end
endmodule
==> Flow_metrics.wiki <==
== Flow metrics ==
{| class="wikitable"
! Metric !! Value
|-
| Final Max-Slew Violation Tally || 0
|-
| CORE AREA || 8720 um^2
|-
| Internal power consumption || 0.000606 W
|-
| Minimum clock period after layout || 2.50 ns
|-
| Critical Path AT || between 2 and 3 ns
|-
| Startpoint of the most critical register-to-register path || mcounter[14]$_DFF_P_
|-
| Std-Cell Rows || 34
|-
| Run status || completed
|-
| Area of the mapped netlist || ~2700 um^2
|-
| Slack of the worst reg-to-reg path || around 0.8 ns
|-
| Kind of end point of the critical path || flop
|-
| Average wire per cell in the routed design || approximately 11 um
|-
| Final tally of setup violations || 0
|-
| Cell with the largest stage delay on the worst path || sky130_fd_sc_hd__or4_1
|-
| Setup repair after global routing missed its margin || no
|-
| DRT antenna net count || 0
|-
| Required time at the worst-slack endpoint || between 3 and 4 ns
|-
| Number of input and output port buffers inserted || 27
|-
| Gate count of the mapped netlist || 277
|-
| Number of filler instances in the final layout || 861
|-
| Fin Clk Skew || roughly 0.0087 ns
|-
| Combinational gate area || 1300 um^2
|-
| WP buf/inv || 0
|-
| PostCTS Resize Cnt || 0
|-
| Number of register pins that no clock reaches || 27
|-
| Setup_tns || 0 ns
|-
| Most frequent standard cell in the layout excluding fill and tap cells || sky130_fd_sc_hd__dfxtp_1
|-
| Half-perimeter wire length of the detailed placement result || 3340 um
|-
| Hold buffers post-CTS || 0
|-
| Final Core Density || 36.7%
|-
| Sequential Area || ~1300 um^2
|-
| Total power density per cell area || ~240 nW/um^2
|-
| Wire length of the first global-routing pass || 7800 um
|-
| Number of global-route vias before repair || 1,800
|-
| Number of logged tool warnings || 28
|-
| H-tree levels || 2
|-
| Fraction of post-synthesis cell area in the top cell type by area || 36.5%
|-
| Cells traversed along the worst timing path || or4_1, o211ai_2, nand4_4, or4_1, o32ai_2
|-
| Part of the total power dissipated in sequential elements || 55.2%
|-
| Number of top-level pins || 28
|-
| Maxcap violations || 0
|-
| Vias per cell || around 4.6
|-
| TritonCTS clock tree || yes
|-
| Later-pin clock latency in the skew report || 0.29 ns
|-
| Number of hold violations in the final report || 0
|-
| Number of antenna violations at the first check in global routing || 0
|-
| Total global-route track usage || 10.1%
|-
| Bufs on Longest Clock Path || 2
|-
| Endpoint of the worst-slack reg-to-reg timing path || slow_clk$_DFF_P_
|-
| Average size of a mapped cell || 9.71 um^2
|-
| Antenna fix cells || 0
|-
| Die span in x || between 90 and 100 um
|-
| Overall routed net length || 4450 um
|-
| Number of synthesized register bits || 61
|-
| Count of unresolved DRC violations after routing || 0
|-
| Worst Hold Path EP || mcounter[0]$_SDFF_PN0_
|-
| Crit path kind || flop to flop
|-
| Final weighted congestion in routability-driven placement || 0.803
|-
| Layout overhead on the synthesized area || 19.1%
|-
| Chip area estimate from yosys synthesis || 2690 um^2
|-
| Max VDD drop || 275 uV
|-
| # Post-CTS Setup Buffers || 0
|-
| Library cell used as clock root buffer || sky130_fd_sc_hd__clkbuf_8
|-
| Cell type contributing the most total cell area after synthesis || sky130_fd_sc_hd__dfxtp_1
|-
| Static Leak || 1.11 nW
|-
| Start point of the worst hold path || mcounter[0]$_SDFF_PN0_
|-
| Gate family responsible for the most delay along the worst path || simple AND/OR/NAND/NOR gates
|-
| Commonest register cell after synthesis || sky130_fd_sc_hd__dfxtp_1
|-
| Actual transition at the worst max-transition pin || between 0.7 and 0.8 ns
|-
| Switching part of the total || 20.9%
|-
| Post-layout power || ~0.00077 W
|-
| Fp util || 30.8%
|-
| Distinct lib cells || about 45
|-
| NetSw || roughly 0.00016 W
|-
| Number of enable-type register cells in the synthesized netlist || 12
|-
| Max Fclk || 0.400 GHz
|-
| Worst slew margin relative to its limit || 46.9%
|-
| Die Area || about 9300 um^2
|-
| Type of origin of the critical path || flop
|-
| Cells on Worst Hold Path || 1
|-
| Share of layout cells above drive strength 1 || 5.75%
|-
| Number of clock buffers inserted by TritonCTS || 5
|-
| Violation tally from detailed-route iteration zero || 77
|-
| Dominant cell type by count on the critical path || sky130_fd_sc_hd__or4_1
|-
| Top area cells in the synthesized netlist || sky130_fd_sc_hd__dfxtp_1 36%, sky130_fd_sc_hd__edfxtp_1 13%, sky130_fd_sc_hd__nor2_1 4.7%
|-
| Post-layout period usage of the worst path || 75.8%
|-
| Number of warnings issued by yosys || 1
|-
| Max stage delay on crit path || 0.65 ns
|-
| Die Y-Extent || just under 100 um
|-
| Gate power share || 3.7%
|-
| Post-synth ARST share || 0%
|-
| Length in cells of the worst reg-to-reg path || 5
|-
| GRT overflow || 0
|-
| Type of the most critical hold path || flop to flop
|-
| Critical path fanouts, max || 27
|-
| Top Layout Cells || 49 x sky130_fd_sc_hd__dfxtp_1, 34 x sky130_fd_sc_hd__nor2_1, 27 x sky130_fd_sc_hd__clkdlybuf4s50_1, 26 x sky130_fd_sc_hd__nand2_1, 18 x sky130_fd_sc_hd__a21oi_1
|-
| Number of unconstrained endpoints || 51
|-
| DR vias || 1,941
|-
| CTS clock-pin slew for the worst setup and hold paths || ~0.07 ns
|-
| Detailed-router iteration count before antenna repair || 4
|-
| Yosys stat cell total || 277
|-
| Clock group share of total power || 41.1%
|-
| Sequential fraction of the synthesis area || 49.9%
|-
| Largest net degree at the start of global routing || 29
|}
## worst reg2reg max path: cells and delay by family (launching register included)
kind | cells | cell delay, ns
compound gates | 2 | 0.46
simple gates | 3 | 1.57
flops | 1 | 0.37
## cell usage after synthesis, types with 3 or more instances
master and instances:
sky130_fd_sc_hd__xnor2_1 14, sky130_fd_sc_hd__nand2b_1 4, sky130_fd_sc_hd__nor4_1 3, sky130_fd_sc_hd__o21bai_1 3
sky130_fd_sc_hd__and4_1 4, sky130_fd_sc_hd__nand3_1 8, sky130_fd_sc_hd__clkbuf_1 9, sky130_fd_sc_hd__nand2_1 26
sky130_fd_sc_hd__a211oi_1 3, sky130_fd_sc_hd__nand4_1 9, sky130_fd_sc_hd__dfxtp_1 49, sky130_fd_sc_hd__a21oi_1 18
sky130_fd_sc_hd__edfxtp_1 12, sky130_fd_sc_hd__xor2_1 11, sky130_fd_sc_hd__inv_1 11, sky130_fd_sc_hd__ha_1 10
sky130_fd_sc_hd__nor2_1 34, sky130_fd_sc_hd__nor2b_1 7, sky130_fd_sc_hd__or4_1 3, sky130_fd_sc_hd__nor3_1 6
sky130_fd_sc_hd__and3_1 5
## through the flow
stage	hold WS (ns)	cells	worst slack (ns)	area [um^2]
CTS	0.522	421	0.786	3200
finish	0.519	421	0.799	3200
floorplan	0.464	286	1.18	2720
detailed placement	0.504	413	0.804	3110
global placement	0.503	413	0.845	3110
global route	0.591	421	0.656	3200
## final cells by class
cell class / instances / share of cell area, %
repair buffers: 30 / 9.14
flip-flops and latches: 61 / 41.9
multi-input cells: 203 / 40.5
inverters: 11 / 1.29
clock inverters: 2 / 0.391
clock buffers: 6 / 2.58
well taps: 108 / 4.22
## power groups by stage
stage	clock network (W)	registers (W)	logic [W]
after CTS	0.000324	0.000423	0.0000293
after global routing	0.000345	0.000423	0.0000310
final	0.000315	0.000423	0.0000283
## worst max path at each step
stage | endpoint | cells after the start | from | slack [ns]
CTS | slow_clk$_DFF_P_ | 5 | mcounter[14]$_DFF_P_ | 0.79
global route | slow_clk$_DFF_P_ | 5 | mcounter[14]$_DFF_P_ | 0.66
finish | slow_clk$_DFF_P_ | 5 | mcounter[14]$_DFF_P_ | 0.80
## logic make-up after synthesis
kind of cell	Yosys count	share of synthesized area, %
compound gates	40	10.3
xor+xnor	25	8.14
fa+ha+maj	11	5.40
buf+inv	22	3.16
flops	61	49.9
mux	3	1.58
other cells	1	0.139
simple gates	114	21.4
## metal layers
metal | GRT usage [%] | vias to the layer above | routed length [um]
met2 | 17.3 | 41 | 2040
met5 | 0 | - | 0
li1 | - | 1017 | -
met3 | 2.06 | 4 | 199
met1 | 14.1 | 879 | 2180
met4 | 0.689 | 0 | 29
## sequential cells by signal (all words and copies together), names as in the netlist
| name | cells |
|---|---|
| la | 6 |
| counter | 3 |
| product | 12 |
| slow_clk | 1 |
| mcounter | 33 |
| lb | 6 |
Power figures rest on the tool's default switching activity, not on a simulated workload.
